==> flow/design.v <==
`timescale 1ns / 1ns
module clockdivider(Clk, ClkOut);
   input Clk;
   output reg ClkOut;
   parameter DivVal = 10000;  
   reg[24:0] DivCnt;
   reg ClkInt;
   always @(posedge Clk) begin
		if( DivCnt == DivVal ) begin
			ClkOut <= ~ClkInt;
         ClkInt <= ~ClkInt;
         DivCnt <= 0;
      end
      else begin
			ClkOut <= ClkInt;
         ClkInt <= ClkInt;
         DivCnt <= DivCnt + 1;
      end
   end
endmodule
==> flow/run.sh <==
#!/bin/bash
# OpenROAD 26Q1-2900-gdf79404cd8, Yosys 0.63+post, stock flow scripts
make -C /OpenROAD-flow-scripts/flow DESIGN_CONFIG=/design/flow/config.mk WORK_HOME=/design/flow/orfs finish
==> flow/config.mk <==
export PLATFORM = sky130hd
export DESIGN_NAME = clockdivider
export DESIGN_NICKNAME = clockdivider
export VERILOG_FILES = /design/flow/design.v
export SDC_FILE = /design/flow/constraint.sdc
export NUM_CORES = 4
export LEC_CHECK = 1
export CORE_AREA = 10 10 87 87
export DIE_AREA = 0 0 97 97
==> flow/constraint.sdc <==
current_design clockdivider

set clk_period 5.5
set clk_io_pct 0.2

create_clock -name clk0 -period $clk_period [get_ports {Clk}]

set non_clock_inputs [all_inputs -no_clocks]
set_input_delay [expr $clk_period * $clk_io_pct] -clock clk0 $non_clock_inputs
set_output_delay [expr $clk_period * $clk_io_pct] -clock clk0 [all_outputs]
==> out/qor.yml <==
cells_and_area:
  final_common_cell: "dfxtp_1"
  lay_top_cells: "dfxtp_1, xnor2_1, nand3_1, nor2_1, nand4_1"
  syn_to_final_growth_pct: 13.5
  drive_above_1_share_pct: 6.84
worst_setup_path:
  crit_family: "buffers and inverters"
  r2r_end: "ClkOut"
  r2r_slack_ns: 3.63
  reg2reg_from: "DivCnt[0]"
  start_kind: "flop"
  crit_type: "reg -> out"
  path_cells: "clkdlybuf4s50_1"
  r2r_cells: 5
  cp-end-kind: "output port"
  path_buffers: 1
  crit_required_ns: 4.40
  cp_slowest_stage_delay_ns: 0.46
  crit_path_top_delay_cell: "clkdlybuf4s50_1"
  path_max_fanout: 2
  crit_arrival_ns: 1.07
cts:
  hold_buffers: 0
  clock_path_buffers: 2
  tritoncts: "built"
  clock_tree.root_cell: "clkbuf_8"
  cts_buffers: 3
  postCtsSetupRepairBufs: 0
  htreeDepth: 1
  cts_sinks: 26
  post_cts_resized: 0
  clkSlewWorstSetupHoldPaths_ns: 0.09
  insertion_delay_ns: 0.27
routing:
  vias: 755
  viasPerCell: 3.99
  drt_pass1_iterations: 2
  ant_nets: 0
  wl_per_cell_um: 9.13
  drt_wl_total_mm: 1.73
  route.detailed.drc: 0
  insertedDiodeCount: 0
  first_iter_violations: 42
yosys:
  mux_share_pct: 0
  ys_sh_xor_pct: 18.1
  top_area_cell: "dfxtp_1"
  synth.cellmix.simpleShare_pct: 29.5
  yosysWarningCount: 1
  synthCells: 113
  netlist_area_mm2: 0.00111
  yosys.cell_types.count: 20
  ys_cells: 113
  logic_family: "simple AND/OR/NAND/NOR gates"
  postSynthSeqShare_pct: 47.7
  top_area_share_pct: 45.0
  yosysChipArea_mm2: 0.00111
  ys_ff: 26
  aoi_share_pct: 0
  topCellsByArea: "dfxtp_1, xnor2_1, nand3_1"
  adder_share_pct: 2.25
  avgSynthCellArea_um2: 9.84
floorplanning:
  rows: 27
  fp.dieW_um: 97
  core_mm2: 0.00564
  num_io_pins: 2
  die-area_mm2: 0.00941
  die_y_um: 97
  initial_core_util_pct: 19.7
min_path:
  min-delay-start: "DivCnt[24]"
  holdPathStages: 1
  hp-class: "reg -> reg"
  holdPathEnd: "DivCnt[24]"
timing:
  relSlewSlack_pct: 62.0
  rsz0062_at_grt: "false"
  min_period_over_period_pct: 39.5
  maxSlewViolCount: 0
  worstMarginPinSlew_ns: 0.566
  hold_violations: 0
  setup_viol: 0
  finalCriticalPeriod_ns: 2.17
  fin_worst_skew_ns: 0.00206
  timing.hold.ws_ns: 0.468
  tns_ns: 0
  fmax_mhz: 461
grt:
  grt_max_degree: 15
  gr-usage-all-layers_pct: 3.62
  overflow: 0
  grt_pass1_wl_mm: 3.09
  antenna_found_initial: 0
  grt_pass1_vias: 679
job:
  warnings: 26
  drv_cap: 0
run_status:
  outcome: "finished clean"
pwr:
  peakVddDrop_v: 0.000152
  clkPwrFrac_pct: 39.2
  p_switching_mw: 0.0577
  netSwitchingFraction_pct: 18.6
  seq_power_share_pct: 60.8
  leakage_nw: 0.369
  pwr-share-comb_pct: 0
  internal_power_mw: 0.253
  p_per_area_mw_per_mm2: 246
placed_design:
  portBuffers: 1
  dp_hpwl_mm: 1.24
  gp_congestion: 0.750
[layer usage]
layer / wire length, um / track usage, % / vias up
met5: 0 / 0 / -
met3: 33 / 0.573 / 4
met1: 942 / 5.44 / 349
li1: - / - / 399
met4: 34 / 0.902 / 0
met2: 716 / 5.21 / 3
[registers in the layout, indices dropped and copies added (netlist names)]
name / count
ClkOut: 1
DivCnt: 25
[power groups by stage]
stage                  logic [mW]  clock network [mW]  registers [mW]
after global routing  0.000000127               0.132           0.189
after CTS             0.000000127               0.126           0.189
final                 0.000000127               0.122           0.189
[synthesized netlist by cell type]
library cell / count
nand2b_1: 1
xor2_1: 3
nor2b_1: 1
nor4_4: 2
nand4_1: 7
edfxtp_1: 1
and4_1: 1
xnor2_1: 20
ha_1: 2
nor4b_1: 2
buf_2: 1
nor2_1: 13
nand2_1: 6
and3_1: 2
dfxtp_1: 25
nor4_1: 4
or4b_4: 1
nand3_1: 14
inv_1: 6
nor3_2: 1
[metrics by stage]
step | power (mW) | utilization, % | instance area, um2 | setup slack, ns | std cells
2_1_floorplan | 0.193 | - | 1110 | 3.82 | 113
3_3_place_gp | 0.193 | 21.4 | 1210 | 3.61 | 185
3_5_place_dp | 0.193 | 21.4 | 1210 | 3.61 | 185
4_1_cts | 0.315 | 22.4 | 1260 | 3.31 | 189
5_1_grt | 0.321 | 22.4 | 1260 | 3.28 | 189
6_report | 0.311 | 22.4 | 1260 | 3.33 | 189
[cell families after synthesis]
group         Yosys count
simple gates           55
flops                  26
xor+xnor               23
buf+inv                 7
fa+ha+maj               2
[final cells by class]
type | count | area [um2]
clock buffer | 4 | 55.1
fill | 607 | 4380
inverter | 6 | 22.5
multi-input combinational | 80 | 554
sequential | 26 | 531
tap | 72 | 90.1
timing repair buffer | 1 | 10.0
[worst max path at each step]
stage           from      to  slack (ns)  cells past startpoint
finish        ClkOut  ClkOut        3.33                      1
CTS           ClkOut  ClkOut        3.31                      1
global route  ClkOut  ClkOut        3.28                      1
Power and IR drop assume default switching activity.
